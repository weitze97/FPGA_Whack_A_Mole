[/design/flow/design.v]
`timescale 1ns / 1ps
`timescale 1ns / 1ps
module scan_ctl(
  ssd_ctl,  
  ssd_in,  
  in0,  
  in1,  
  in2,  
  in3,   
  ssd_ctl_en,  
  pb_highscore,
  p1,
  p0,
  state
);
output [4-1:0] ssd_in;  
output [4-1:0] ssd_ctl;  
input [4-1:0] in0,in1,in2,in3;  
input [2-1:0] ssd_ctl_en;  
input pb_highscore;
input [3:0] p1;
input [3:0] p0;
input [1:0] state;
reg [4-1:0] ssd_ctl;  
reg [4-1:0] ssd_in;  
always @*
  case (ssd_ctl_en)
    2'b00: 
    begin
      ssd_ctl=4'b0111;
      ssd_in=in0;
    end
    2'b01: 
    begin
      ssd_ctl=4'b1011;
      ssd_in=in1;
    end
    2'b10:
    begin
      if (pb_highscore)
      begin
        ssd_in=p1;
        ssd_ctl=4'b1101;
      end
      else if (state == 2'b11)
      begin
        ssd_in=p1;
        ssd_ctl=4'b1111;
      end
      else
      begin
        ssd_in=in2;
        ssd_ctl=4'b1101;
      end  
    end
    2'b11: 
    begin
      if (pb_highscore)
      begin
        ssd_in=p0;
        ssd_ctl=4'b1110;
      end
      else if (state == 2'b11)
      begin
        ssd_in=p0;
        ssd_ctl=4'b1111;
      end
      else
      begin
        ssd_in=in3;
        ssd_ctl=4'b1110;
      end  
    end
  endcase
endmodule
[/design/flow/run.sh]
#!/bin/bash
# OpenROAD 26Q1-2900-gdf79404cd8, Yosys 0.63+post, stock flow scripts
make -C /OpenROAD-flow-scripts/flow DESIGN_CONFIG=/design/flow/config.mk WORK_HOME=/design/flow/orfs finish
[/design/flow/config.mk]
export PLATFORM = sky130hd
export DESIGN_NAME = scan_ctl
export DESIGN_NICKNAME = scan_ctl
export VERILOG_FILES = /design/flow/design.v
export SDC_FILE = /design/flow/constraint.sdc
export NUM_CORES = 4
export LEC_CHECK = 1
export CORE_AREA = 10 10 70 70
export DIE_AREA = 0 0 80 80
export SYNTH_HDL_FRONTEND = slang
[/design/flow/constraint.sdc]
current_design scan_ctl

set clk_period 1.1
set clk_io_pct 0.2

create_clock -name clk0 -period $clk_period

set non_clock_inputs [all_inputs -no_clocks]
set_input_delay [expr $clk_period * $clk_io_pct] -clock clk0 $non_clock_inputs
set_output_delay [expr $clk_period * $clk_io_pct] -clock clk0 [all_outputs]
==> qor.txt <==
Status -> finished with violations
Violated checks -> negative setup slack
Inst Count DP -> 119
Die H -> 80 um
Total global routing overflow -> 0
WP data arrival -> 1.02 ns
Non-filler instance count after layout -> 124
# Cells Yosys -> 31
Final Max Tran Viols -> 0
Maximum number of pins on one net before global-route repair -> 8
Finish-stage setup viols -> 5
Total tool warning count -> 34
Slew Limit Headroom -> 85.7%
Row Count -> 21
Vias/cell -> 3.35
Die width -> 80 um
Layout cells sized above 1 -> 56.4%
Initial antenna violation count -> 0
Design Area, Final -> 790 um2
Worst-path cell chain -> buf_6 -> buf_6 -> buf_6 -> mux2i_4 -> o221ai_2 -> buf_2
Maximum net fanout on the critical path -> 5
Core area -> 3420 um2
WL final -> 1.44 mm
# hold bufs at CTS -> 0
Antenna-violating nets left -> 0
Flip-flop and latch area -> 0 um2
CP most frequent cell -> buf_6
Final core utilization -> 23.1%
Largest delay share family, worst path -> buffers and inverters
Sequential cell area fraction in the yosys report -> 0%
Total negative slack -> -0.616 ns
Warnings, synthesis -> 0
Hold WS -> 0.813 ns
VDD IR max -> 0.000113 V
Critical path buffers and inverters -> 4
Synthesized area per cell -> 9.97 um2
# DRC -> 0
Yosys cell types -> 13
Final hold vios -> 0
RePlAce Congestion -> 0.820
Worst path required time -> 0.88 ns
Worst-Margin Slew -> 0.208 ns
I/O pin count -> 37
Starting DRC count in detailed routing -> 4
Starting Density -> 9.05%
Mapped Cells -> 31
RSZ-0062 raised after global routing -> true
Pre-CTS WS -> -0.929 ns
Drt first pass iters -> 3
Worst setup margin -> -0.135 ns
Area delta synth->final -> 155%
Max frequency -> 0.809 GHz
Power Dens Cells -> 340 nW/um2
Critical Path Start Type -> input port
Largest stage delay on the critical path -> 0.17 ns
Die area -> 6400 um2
Yosys stat area -> 309 um2
Worst setup path class -> in -> out
Num sequential -> 0
DP Area -> 758 um2
Crit path time final -> 1.24 ns
PortBufs -> 37
Clock buffer cells -> 0
Maxcap violations -> 0
Hold crit path type -> in -> out
Lkg Pwr -> 0.370 nW
DP Wirelength -> 1.29 mm
Routed WL per cell -> 11.6 um
N_diodes -> 0
First-pass GRT wire length -> 2.19 mm
Crit. End Element -> output pin
Slowest CP cell -> mux2i_4
Tcrit/Tclk final -> 112%
Number of global-route vias before repair -> 434
Final Power -> 269 uW
Via count -> 416
Cell Area, Synth -> 309 um2
All-Layer GR Usage -> 4.13%
per-layer routing:
layer	routed length [um]	global-route usage (%)
met3	165	1.48
met2	457	5.38
met1	817	6.53
met4	0	0
met5	0	0
worst min-delay path, delay by kind of cell:
family | cells | cell delay (ns)
buffers and inverters | 2 | 0.22
and+or+nand+nor | 1 | 0.07
AOI/OAI and AO/OA | 1 | 0.08
layout make-up:
cell class / instances / area, um2
fill: 383 / 2630
inverter: 1 / 3.75
timing repair buffer: 50 / 415
multi-input combinational: 27 / 313
tap: 46 / 57.6
cell usage after synthesis:
cell | n | share of area (%)
nand2_1 | 1 | 1.2
buf_4 | 1 | 2.4
buf_6 | 1 | 3.6
inv_1 | 1 | 1.2
buf_12 | 1 | 6.5
mux2_4 | 4 | 19
o211ai_1 | 2 | 4.9
nand3_1 | 4 | 6.5
or2_2 | 1 | 2.0
mux2i_1 | 8 | 26
o221ai_2 | 4 | 19
a21oi_2 | 1 | 2.8
nand2b_1 | 2 | 4.0
where the power goes:
| group | internal [mW] | leakage [nW] | switching, mW |
|---|---|---|---|
| sequential | 0 | 0 | 0 |
| combinational | 0.174 | 0.370 | 0.0943 |
| clock | 0 | 0 | 0 |
| total | 0.174 | 0.370 | 0.0943 |
kinds of logic after synthesis:
logic type,count (synthesis),synth area share (%)
and+or+nand+nor,8,13.8
AOI/OAI and AO/OA,7,27.1
muxes,12,45.3
buffers and inverters,4,13.8
final timing paths:
check	start	endpoint	cells past startpoint
setup / recovery	ssd_ctl_en[0]	ssd_in[3]	6
hold / removal	state[1]	ssd_ctl[1]	4
layout by cell type (no fill, tap or decap):
cell type	n
dlygate4sd2_1	24
buf_2	11
buf_6	10
mux2i_1	6
buf_4	5
mux2_4	4
nand3_2	4
o221ai_2	4
o211ai_1	2
nand2_1	1
nand2b_1	1
mux2i_2	1
a21oi_2	1
nand2b_4	1
mux2i_4	1
or2_4	1
inv_2	1
repair_timing:
item,4_1_cts,5_1_grt
setup buffers,5,0
setup endpoints to repair,8,7
pin swaps,9,2
gates resized,87,3
gates cloned,0,0
Power is estimated from default activity; no workload was simulated.
