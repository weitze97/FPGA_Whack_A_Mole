--- design.v ---
module freqdiv(
    input clk,
    input rst_n,
    output reg clk_1,
    output reg clk_100,
    output reg [1: 0]clk_scan,
    output reg clk_05
    );
    reg [10: 0]clk_h;
    reg [12: 0]clk_l;
    reg [25: 0]cnt_50M_temp;
    reg [19: 0]cnt_50W;
    reg [19: 0]cnt_50W_temp;
    reg clk_100_temp;
    reg clk_1_temp;
    reg [25: 0]cnt_25M_temp;
    reg [25: 0]cnt_25M;
    reg clk_05_temp;
    always@*
    begin
        if ({clk_h, clk_scan, clk_l} == 26'd50_000_000)
        begin
            cnt_50M_temp = 26'b0;
            clk_1_temp = (~clk_1);
        end
        else
        begin
            cnt_50M_temp = {clk_h, clk_scan, clk_l} + 1;
            clk_1_temp = clk_1;
        end
        if (cnt_50W == 19'd500_000)
                begin
                    cnt_50W_temp = 13'b0;
                    clk_100_temp = (~clk_100);
                end
                else
                begin
                    cnt_50W_temp = cnt_50W + 1;
                    clk_100_temp = clk_100;
                end
        if (cnt_25M == 25'd25_000_000)
                begin
                    cnt_25M_temp = 25'b0;
                    clk_05_temp = (~clk_05);
                end
                else
                begin
                    cnt_25M_temp = cnt_25M + 1;
                    clk_05_temp = clk_05;
                end
    end
    always@(posedge clk or negedge rst_n)
    begin
        if (~rst_n)
        begin
            {clk_h, clk_scan, clk_l} <= 26'b0;
            clk_1 <= 0;
            cnt_50W <= 0;
            clk_100 <= 0;
            cnt_25M <= 0;
            clk_05 <= 0;
        end
        else
        begin
            {clk_h, clk_scan, clk_l} <= cnt_50M_temp;
            clk_1 <= clk_1_temp;
            cnt_50W <= cnt_50W_temp;
            clk_100 <= clk_100_temp;
            cnt_25M <= cnt_25M_temp;
            clk_05 <= clk_05_temp;
        end
    end
endmodule
--- run.sh ---
#!/bin/bash
# OpenROAD 26Q1-2900-gdf79404cd8, Yosys 0.63+post, stock flow scripts
make -C /OpenROAD-flow-scripts/flow DESIGN_CONFIG=/design/flow/config.mk WORK_HOME=/design/flow/orfs finish
--- config.mk ---
export PLATFORM = sky130hd
export DESIGN_NAME = freqdiv
export DESIGN_NICKNAME = freqdiv
export VERILOG_FILES = /design/flow/design.v
export SDC_FILE = /design/flow/constraint.sdc
export NUM_CORES = 4
export LEC_CHECK = 1
export CORE_UTILIZATION = 50
export SYNTH_HDL_FRONTEND = slang
--- constraint.sdc ---
current_design freqdiv

set clk_period 3.9
set clk_io_pct 0.2

create_clock -name clk0 -period $clk_period [get_ports {clk}]

set non_clock_inputs [all_inputs -no_clocks]
set_input_delay [expr $clk_period * $clk_io_pct] -clock clk0 $non_clock_inputs
set_output_delay [expr $clk_period * $clk_io_pct] -clock clk0 [all_outputs]
==> impl_metrics.csv <==
group,metric,value,unit
status,result_of_the_run,"finished clean",
clock_tree,clk-insertion-delay-late,0.33,ns
power_and_ir_drop,ir_worst_vdd,0.148,mV
routing,wl_per_cell,13.6,µm
die,floorplan_stage_core_utilization,52.8,%
critical_path,regToRegEndpoint,"cnt_25M[18]",
job,max_cap_viol_count,0,
place,port-buffer-count,6,
die,core-area,6910,µm²
final_timing,final_tally_of_hold_violations,0,
die,die.size.y,87.4,µm
global_route,initial_antenna_violation_count,0,
clock_tree,clock_tree.root_cell,"sky130_fd_sc_hd__clkbuf_8",
logic_synthesis,yosys_warnings,0,
routing,routed_wl,6300,µm
critical_path,startpoint_kind_of_the_worst_setup_timing_path,"register",
global_route,gr-usage-all-layers,19.0,%
critical_path,worst_r2r_path_depth,5,
logic_synthesis,synth.mux.area_fraction,0.549,%
worst_hold_path,hold_class,"in2async",
routing,antenna_cells,0,
routing,first_iter_violations,89,
logic_synthesis,synth_seq_share,51.4,%
critical_path,critical-path-slowest-cell,"sky130_fd_sc_hd__clkdlybuf4s50_1",
final_timing,peak_clock_frequency_supported_by_timing,484,MHz
final_timing,setup_viol,0,
die,die_x,87.4,µm
job,stage_log_warnings,28,
final_timing,final.period_utilization,52.9,%
routing,ratio_of_routed_vias_to_standard_cells,5.21,
critical_path,timing.critical_path.slowest_cell_delay,0.50,ns
logic_synthesis,netlist_instances,349,
clock_tree,holdBufCountCts,0,
place,dp_hpwl,4320,µm
clock_tree,cts.repair.resized,0,
die,io_pins,7,
critical_path,r2r_start,"cnt_25M[2]",
place,globalplace.congestion,0.840,
critical_path,timing.critical_path.fanout_max,7,
global_route,grt_pass1_vias,2293,
routing,via_count,2412,
routing,drt-pass1-iter-count,4,
logic_synthesis,synthSimpleGateAreaFrac,28.1,%
place,placed_cells,447,
logic_synthesis,yosys.stat.chipArea,3650,µm²
global_route,grt_pass1_wl,11000,µm
logic_synthesis,seq_cells_post_synth,75,
place,dpl-instance-area,3800,µm²
clock_tree,cts_tree,"built",
final_timing,rsz0062_at_grt,"no",
logic_synthesis,post_synth_xor_area_fraction,14.2,%
clock_tree,cts.clk_slew.worst_paths,0.08,ns
critical_path,kind_of_critical_path,"reg2out",
final_timing,final.setup_skew,0.00860,ns
critical_path,timing.critical_path.cells,"clkdlybuf4s50_1",
final_timing,maxSlewViolCount,0,
critical_path,timing.critical_path.buf_inv,1,
final_timing,fin_setup_tns,0,ns
logic_synthesis,postSynthAreaPerCell,10.5,µm²
final_layout,final_cell_area,3990,µm²
clock_tree,cts-htree-levels,3,
logic_synthesis,ys_cells,349,
critical_path,critPathRequiredTime,3.12,ns
final_layout,flow.area_growth_from_synthesis,9.29,%
critical_path,crit_path_end_kind,"output pin",
critical_path,timing.critical_path.max_delay_family,"buffers and inverters",
die,num_rows,30,
logic_synthesis,post_synth_ao_oa_area_fraction,1.37,%
die,die-area,7640,µm²
routing,detail-route-antenna-nets,0,
critical_path,timing.reg2reg.setup_slack,1.89,ns
routing,drc_viols,0,
critical_path,worst_path_arrival,1.28,ns
clock_tree,numCtsBuffers,9,
clock_tree,cts_num_sinks,75,
global_route,largest_net_degree_at_the_start_of_global_routing,45,
final_timing,worst-slew-pin-transition,0.813,ns
final_timing,worst_slew_margin_rel,45.4,%
power_and_ir_drop,powerDensity,342,nW/µm²
logic_synthesis,ys_top_logic_family,"simple AND/OR/NAND/NOR gates",
final_layout,n_fill_cell,609,
clock_tree,post_cts_buffers,0,
logic_synthesis,synthAdderAreaFrac,2.06,%
final_layout,ratio_of_cells_with_drive_above_1_in_the_final_layout,7.36,%
final_layout,stdcell_count,463,
global_route,global_route.overflow_total,0,
logic_synthesis,netlist_area,3650,µm²
power_and_ir_drop,leakage,1.74,nW
clock_tree,buffer_depth_of_the_longest_clock_path,2,
final_timing,finalWorstPathRequiredPeriod,2.06,ns
logic_synthesis,library_cells_used_by_synthesis,36,
[where the power goes]
part	switching, W	internal, W
Clock	0.000273	0.000297
Sequential	0	0.000777
Combinational	0.0000144	0.00000130
[per-layer routing]
| layer | routed length (µm) | global-route usage [%] | vias up |
|---|---|---|---|
| met1 | 3370 | 33.5 | 1158 |
| met2 | 2760 | 27.1 | 15 |
| met3 | 108 | 2.31 | 6 |
| li1 | - | - | 1233 |
| met4 | 60 | 2.83 | 0 |
| met5 | 0 | 0 | - |
[area by class of cell]
cell class                 instances  area [µm²]  area share [%]
timing repair buffer               8        72.6            1.82
clock buffer                      12         135            3.39
clock inverter                     4        51.3            1.29
inverter                          12        45.0            1.13
sequential                        75        1880            47.1
multi-input combinational        256        1690            42.3
tap                               96         120            3.01
[metrics by stage]
step | util (%) | power (W) | hold WS (ns) | setup WS, ns
final | 57.8 | 0.00136 | 0.431 | 1.84
after global routing | 57.8 | 0.00142 | 0.472 | 1.69
after CTS | 57.8 | 0.00139 | 0.442 | 1.81
after detailed placement | 55.1 | 0.000810 | 0.459 | 1.85
after global placement | 55.1 | 0.000810 | 0.454 | 1.90
after floorplan | - | 0.000793 | 0.420 | 2.21
[sequential cells by signal, indices dropped and copies added (netlist names)]
name      flops
clk_h        11
clk_05        1
clk_scan      2
clk_100       1
cnt_25M      26
cnt_50W      20
clk_1         1
clk_l        13
[cell usage after synthesis (all sizes together)]
library cell	n	area [µm²]
and2	3	18.8
and3	15	93.8
and4	5	43.8
buf	4	32.5
clkbuf	2	7.51
dfrtp	75	1880
ha	6	75.1
inv	12	45.0
mux2i	2	20.0
nand2	23	88.8
nand2b	2	12.5
nand3	30	150
nand3b	3	22.5
nand4	24	156
nor2	46	173
nor2b	2	12.5
nor3	11	65.1
nor4	7	110
nor4b	5	50.0
nor4bb	1	10.0
o211ai	1	7.51
o21ai	7	35.0
o31ai	1	7.51
or2	2	12.5
or3	1	6.26
xnor2	35	307
xor2	24	210
[worst max-delay path by stage]
stage,startpoint,end,slack [ns],depth (start not counted)
finish,clk_scan[0],clk_scan[0],1.84,1
global route,cnt_25M[2],cnt_25M[18],1.69,5
CTS,clk_scan[0],clk_scan[0],1.81,1
[placed cells by master, fill, tap and decap left out, types with 5 or more instances in the layout]
master / synthesis / layout
sky130_fd_sc_hd__ha_1: 6 / 6
sky130_fd_sc_hd__inv_1: 12 / 12
sky130_fd_sc_hd__nand2_1: 22 / 22
sky130_fd_sc_hd__and3_1: 15 / 15
sky130_fd_sc_hd__and4_1: 5 / 5
sky130_fd_sc_hd__clkbuf_8: 0 / 9
sky130_fd_sc_hd__clkdlybuf4s50_1: 0 / 5
sky130_fd_sc_hd__nor2_1: 46 / 46
sky130_fd_sc_hd__xor2_1: 24 / 24
sky130_fd_sc_hd__nor3_1: 9 / 9
sky130_fd_sc_hd__nand3_1: 30 / 30
sky130_fd_sc_hd__xnor2_1: 35 / 35
sky130_fd_sc_hd__nand4_1: 23 / 23
sky130_fd_sc_hd__dfrtp_1: 75 / 75
[cell families (layout without fill, tap and decap cells)]
family,after synthesis,in the layout
xor+xnor,59,59
fa+ha+maj,6,6
buf+inv,18,36
mux,2,2
simple gates,180,180
flops,75,75
compound gates,9,9
Power and IR drop assume default switching activity.
