`run.sh`:
```
#!/bin/bash
# OpenROAD 26Q1-2900-gdf79404cd8, Yosys 0.63+post, stock flow scripts
make -C /OpenROAD-flow-scripts/flow DESIGN_CONFIG=/design/flow/config.mk WORK_HOME=/design/flow/orfs finish
```
`config.mk`:
```
export PLATFORM = sky130hd
export DESIGN_NAME = show_pop_up
export DESIGN_NICKNAME = show_pop_up
export VERILOG_FILES = /design/flow/design.v
export SDC_FILE = /design/flow/constraint.sdc
export NUM_CORES = 4
export LEC_CHECK = 1
export CORE_AREA = 10 10 211 211
export DIE_AREA = 0 0 221 221
export SYNTH_HDL_FRONTEND = slang
```
`constraint.sdc`:
```
current_design show_pop_up

set clk_period 1.0
set clk_io_pct 0.2

create_clock -name clk0 -period $clk_period [get_ports {clk}]

set non_clock_inputs [all_inputs -no_clocks]
set_input_delay [expr $clk_period * $clk_io_pct] -clock clk0 $non_clock_inputs
set_output_delay [expr $clk_period * $clk_io_pct] -clock clk0 [all_outputs]
```
`design.v`:
```
`timescale 1ns / 1ps
module show_pop_up(
    input clk,
    input rst,
    input [9:0] led,
    input [8:0] last_change,
    input [511:0]key_down,
    output reg led_test,
    input clk_1,
    output pop_up  
    );
reg led_test_tmp;
always @*
if (led[9]==1 && last_change==9'h016 && key_down[9'h016]==1'b1)
    led_test_tmp = 1'b1;
else if(led[8]==1 && last_change==9'h01E && key_down[9'h01E]==1'b1)
    led_test_tmp = 1'b1;
else if(led[7]==1 && last_change==9'h026 && key_down[9'h026]==1'b1)
    led_test_tmp = 1'b1;
else if(led[6]==1 && last_change==9'h025 && key_down[9'h025]==1'b1)
    led_test_tmp = 1'b1;
else if(led[5]==1 && last_change==9'h02E && key_down[9'h02E]==1'b1)
    led_test_tmp = 1'b1;
else if(led[4]==1 && last_change==9'h036 && key_down[9'h036]==1'b1)
    led_test_tmp = 1'b1;
else if(led[3]==1 && last_change==9'h03D && key_down[9'h03D]==1'b1)
    led_test_tmp = 1'b1;
else if(led[2]==1 && last_change==9'h03E && key_down[9'h03E]==1'b1)
    led_test_tmp = 1'b1;
else if(led[1]==1 && last_change==9'h046 && key_down[9'h046]==1'b1)
    led_test_tmp = 1'b1;           
else if(led[0]==1 && last_change==9'h045 && key_down[9'h045]==1'b1)
    led_test_tmp = 1'b1;
else
    led_test_tmp = 1'b0;
always @(posedge clk or posedge rst)
if (rst)
    led_test <= 1'b0;
else
    led_test <= led_test_tmp; 
endmodule
```
==> GITHUB_STEP_SUMMARY <==
### Flow metrics

| Metric | Value |
|---|---|
| Drt first pass iters | `2` |
| Final WS setup | `-0.0665 ns` |
| Max reg flops | `1` |
| Logic pwr share | `78.8%` |
| Vias in the first global route | `415` |
| Design Area, Final | `1210 µm²` |
| Total grt overflow | `0` |
| DP Area | `1170 µm²` |
| Most flop-heavy register | `led_test` |
| Final ANT Viol Nets | `0` |
| CP Cell Sequence | `dlygate4sd2_1, or4b_4, o22ai_2` |
| DRC Markers | `0` |
| Syn Area/Cell | `6.90 µm²` |
| CTS Hold Buffers Added | `0` |
| Die X | `221 µm` |
| Final hold slack | `roughly 0.38 ns` |
| Maximum achievable frequency | `about 0.94 GHz` |
| Largest delay share family, worst path | `simple AND/OR/NAND/NOR gates` |
| Net switching power | `0.0000566 W` |
| Largest net degree at the start of global routing | `9` |
| CP Max Fanout | `2` |
| Layout cells sized above 1 | `38.7%` |
| FP Util | `less than 1%` |
| Chip Height | `221 µm` |
| Total chip power | `0.000199 W` |
| Ys Warns | `1` |
| Cycle use final | `107%` |
| Pleak | `about 0.24 nW` |
| Post-synth cell types | `19` |
| Rows | `73` |
| Setup crit start kind | `input pin` |
| Setup CP Type | `in2reg` |
| Sequential share of power | `21.2%` |
| RSZ-0062 raised after global routing | `true` |
| Failing checks | `setup timing` |
| DP HPWL | `2700 µm` |
| CP max stage cell | `or4b_4` |
| CP peak stage delay | `0.46 ns` |
| Vias per std cell | `0.672` |
| Worst IR Drop VDD | `0.127 mV` |
| Global-route wire length before repair | `3700 µm` |
| Cell-internal power | `roughly 0.00014 W` |
| Slew Viols, Final | `0` |
| GRT Total Usage | `1.13%` |
| Setup-failing EPs final | `1` |
| CTS clock-pin slew for the worst setup and hold paths | `0.01 ns` |
| Yosys reg bits | `1` |
| WP data arrival | `0.99 ns` |
| Switching share of total power | `28.4%` |
| Minimum clock period | `1.07 ns` |
| Crit path DRT | `0.92 ns` |
| Ys cells | `29` |
| Pwr Density | `164 nW/µm²` |
| Biggest regs | `led_test (1)` |
| Antenna violations before repair | `6` |
| Status | `complete, but fails checks` |
| Class of the worst hold path | `in2async` |
| RePlAce Congestion | `0.628` |
| Core Region | `around 40000 µm²` |
| Detailed-route via count | `395` |
| Post-Syn Area | `200 µm²` |
| Die ar. | `between 40000 and 50000 µm²` |
| OpenROAD warning count | `533` |
| Register area share after synthesis | `12.5%` |
| Max-cap viol count | `0` |
| I/O Buffers | `31` |
| DR WL/cell | `4.86 µm` |
| Yosys Chip Area | `about 200 µm²` |
| IO Pins | `536` |
| Final hold violations | `0` |
| Final Routed Wirelength | `2860 µm` |
| Worst setup EP type | `flip-flop` |
| Area grow syn2layout | `506%` |
| WP buf/inv | `1` |
| Cells after Synth | `29` |
| Clock network power share | `0%` |
| DRT iter0 DRCs | `2` |
cells in the final DEF, fill, tap and decap left out:
| master | instances |
|---|---|
| nor2_1 | 1 |
| conb_1 | 1 |
| buf_4 | 4 |
| nand4_1 | 1 |
| o21ai_1 | 1 |
| or4b_4 | 1 |
| nor2_2 | 1 |
| nand2b_4 | 1 |
| clkdlybuf4s50_1 | 1 |
| nand3b_1 | 4 |
| o21ai_2 | 1 |
| o32ai_2 | 1 |
| nand4b_1 | 3 |
| a21oi_2 | 2 |
| dfrtp_1 | 1 |
| inv_1 | 1 |
| nand3_2 | 3 |
| clkdlybuf4s15_1 | 7 |
| buf_8 | 1 |
| a31oi_1 | 1 |
| or3_1 | 1 |
| dlygate4sd2_1 | 15 |
| buf_6 | 2 |
| nand2_2 | 1 |
| a211oi_2 | 1 |
| clkbuf_2 | 4 |
| diode_2 | 1 |
| o22ai_2 | 1 |
through the flow:
step                std cells  TNS, ns  util [%]  setup slack, ns
floorplan                  29        0         -           0.0991
global placement          585   -0.696      2.93           -0.493
detailed placement        585   -0.710      2.93           -0.520
CTS                       587   -0.132      2.97           -0.132
global route              587   -0.109      3.04           -0.109
finish                    588  -0.0665      3.04          -0.0665
worst max path at each step:
| stage | from | endpoint | depth (start not counted) |
|---|---|---|---|
| finish | last_change[5] | led_test$_DFF_PP0_ | 3 |
| global route | last_change[5] | led_test$_DFF_PP0_ | 3 |
| CTS | last_change[7] | led_test$_DFF_PP0_ | 3 |
power groups by stage:
| stage | logic [W] | clock network (W) | registers (W) |
|---|---|---|---|
| global route | 0.000173 | 0 | 0.0000423 |
| CTS | 0.000145 | 0 | 0.0000423 |
| finish | 0.000157 | 0.00000000280 | 0.0000421 |
cell families after synthesis:
logic type      count (synthesis)  share of synthesized area (%)
buf+inv                         2                           5.62
simple gates                   17                           55.6
other cells                     1                           1.87
compound gates                  8                           24.4
flops                           1                           12.5
cell type report:
class	instances	area (µm²)
fill	4808	38600
sequential	1	25.0
antenna	1	2.50
multi-input combinational	26	225
timing repair buffer	34	299
inverter	1	3.75
tap	525	657
metal layers:
layer  up-vias  global-route usage, %  routed length [µm]  share of wire (%)
met5         -                      0                  13               0.46
met4         2                      0                  38                1.3
met3         6                  0.912                 366                 13
met2        37                   1.23                 848                 30
met1       167                   1.71                1590                 56
li1        183                      -                   -                  -
synthesized netlist by cell type:
master	number	area [µm²]
nand2_1	1	3.75
nand3_1	3	15.0
conb_1	1	3.75
dfrtp_1	1	25.0
buf_4	1	7.51
nor2_1	2	7.51
a31oi_1	1	6.26
a21oi_1	2	10.0
a211oi_1	1	7.51
nand4b_1	3	26.3
or4b_1	1	10.0
o21ai_0	2	10.0
o32ai_1	1	8.76
or3_1	1	6.26
o22ai_1	1	6.26
nand4_1	1	6.26
nand2b_1	1	6.26
nand3b_1	4	30.0
inv_1	1	3.75
timing repair:
| item | in CTS | in global routing |
|---|---|---|
| pin swaps | 20 | 12 |
| endpoints found under the setup margin | 2 | 1 |
| cloned | 0 | 0 |
| buffers inserted | 2 | 0 |
| resized | 54 | 27 |
| hold endpoints to repair | 0 | 0 |
Power is estimated from default activity; no workload was simulated.
